## /design/flow/design.v

```verilog
package lc3b_types;
typedef logic [15:0] lc3b_word;
typedef logic  [7:0] lc3b_byte;
typedef logic  [8:0] lc3b_offset9;
typedef logic  [5:0] lc3b_offset6;
typedef logic  [10:0] lc3b_offset11;
typedef logic  [2:0] lc3b_reg;
typedef logic  [2:0] lc3b_nzp;
typedef logic  [1:0] lc3b_mem_wmask;
typedef logic  [4:0] lc3b_imm5;
typedef logic  [3:0] lc3b_imm4;
typedef enum bit [3:0] {
    op_add  = 4'b0001,
    op_and  = 4'b0101,
    op_br   = 4'b0000,
    op_jmp  = 4'b1100,    
    op_jsr  = 4'b0100,    
    op_ldb  = 4'b0010,
    op_ldi  = 4'b1010,
    op_ldr  = 4'b0110,
    op_lea  = 4'b1110,
    op_not  = 4'b1001,
    op_rti  = 4'b1000,
    op_shf  = 4'b1101,
    op_stb  = 4'b0011,
    op_sti  = 4'b1011,
    op_str  = 4'b0111,
    op_trap = 4'b1111
} lc3b_opcode;
typedef enum bit [3:0] {
    alu_add,
    alu_and,
    alu_not,
    alu_pass,
    alu_sll,
    alu_srl,
    alu_sra
} lc3b_aluop;
endpackage : lc3b_types
module mux4 #(parameter width = 16)
(
	input logic [1:0] sel,
	input [width-1:0] a, b, c, d,
	output logic [width-1:0] f
);
always_comb
begin
	if (sel == 0)
		f = a;
	else if (sel == 1)
		f = b;
	else if (sel == 2)
		f = c;
	else
		f = d;
end
endmodule : mux4
```

## /design/flow/config.mk

```make
export PLATFORM = sky130hd
export DESIGN_NAME = mux4
export DESIGN_NICKNAME = mux4
export VERILOG_FILES = /design/flow/design.v
export SDC_FILE = /design/flow/constraint.sdc
export NUM_CORES = 4
export LEC_CHECK = 1
export CORE_AREA = 10 10 70 70
export DIE_AREA = 0 0 80 80
```

## /design/flow/constraint.sdc

```tcl
current_design mux4

set clk_period 3.2
set clk_io_pct 0.2

create_clock -name clk0 -period $clk_period

set non_clock_inputs [all_inputs -no_clocks]
set_input_delay [expr $clk_period * $clk_io_pct] -clock clk0 $non_clock_inputs
set_output_delay [expr $clk_period * $clk_io_pct] -clock clk0 [all_outputs]
```

## /design/flow/run.sh

```bash
#!/bin/bash
# OpenROAD 26Q1-2900-gdf79404cd8, Yosys 0.63+post, stock flow scripts
make -C /OpenROAD-flow-scripts/flow DESIGN_CONFIG=/design/flow/config.mk WORK_HOME=/design/flow/orfs finish
```

==> flow_metrics.env <==
# source this file to load flow results
export IMPL_adder_share=0
export IMPL_cp_cell_sequence="clkdlybuf4s50_1 -> buf_12 -> mux4_1 -> clkdlybuf4s50_1"
export IMPL_yosys_area_um2=424
export IMPL_final_setup_tns_ps=0
export IMPL_post_route_util=0.379
export IMPL_power_density_mw_per_mm2=127
export IMPL_fp_row_count=21
export IMPL_wl_um=2500
export IMPL_yosys_area_share_aoi=0
export IMPL_n_clock_buffer=0
export IMPL_regArea_um2=0
export IMPL_hold_depth=3
export IMPL_cts_hold_repair_buffers=0
export IMPL_holdCritPathClass="in -> out"
export IMPL_avgSynthCellArea_um2=21.2
export IMPL_place_congestion=0.828
export IMPL_hp_start="a[11]"
export IMPL_finalClockPeriodUsage=0.925
export IMPL_vias_per_cell=4.07
export IMPL_place_inst=147
export IMPL_crit_start="sel[0]"
export IMPL_worst_pin_slew_ps=201
export IMPL_final_cells=147
export IMPL_cp_slowest_cell="mux4_1"
export IMPL_critical_path_endpoint_type="primary output"
export IMPL_synth_seq_share=0
export IMPL_grt_use_total=0.0734
export IMPL_coreArea_mm2=0.00342
export IMPL_yosys_area_share_simple=0
export IMPL_syn2layout_area_growth_pct=206
export IMPL_antenna_found_initial=0
export IMPL_p_total_uw=165
export IMPL_antennaDiodeCount=0
export IMPL_p_leak_nw=0.467
export IMPL_crit_required_ps=2560
export IMPL_cp_slowest_stage_delay_ps=540
export IMPL_yosysUniqueCellTypes=5
export IMPL_drive_gt1_frac=0.129
export IMPL_crit_top_cell="clkdlybuf4s50_1"
export IMPL_n_fill_cell=350
export IMPL_vias=598
export IMPL_flop_count=0
export IMPL_pre_cts_slack_ps=216
export IMPL_cp_max_fo=11
export IMPL_dieArea_mm2=0.00640
export IMPL_ys_cells=20
export IMPL_layout_top_cells="clkdlybuf4s50_1 (82), mux4_2 (10), mux4_1 (6)"
export IMPL_final_common_cell="clkdlybuf4s50_1"
export IMPL_fmaxAchievable_mhz=338
export IMPL_finalMaxSlewViolations=0
export IMPL_whs_ps=2390
export IMPL_ys_warn_count=1
export IMPL_ios=82
export IMPL_grt_first_pass_wirelength_um=3710
export IMPL_drv_cap=0
export IMPL_tool_warnings=32
export IMPL_startpoint_type="input pin"
export IMPL_synth_area_um2=424
export IMPL_dpl_cell_area_mm2=0.00130
export IMPL_cp_arrival_ps=2320
export IMPL_cts_resized=0
export IMPL_status="finished clean"
export IMPL_post_synth_main_logic_family="multiplexers"
export IMPL_route_antenna_remaining_nets=0
export IMPL_hpwl_um=2310
export IMPL_ys_sh_xor=0
export IMPL_finalWorstSetupSlack_ps=240
export IMPL_path_class="in -> out"
export IMPL_fin_crit_ps=2960
export IMPL_first_pass_iters=2
export IMPL_fp_dieH_um=80
export IMPL_mux_share=0.903
export IMPL_setup_viol_count_final=0
export IMPL_ir_worst_vdd_uv=52.0
export IMPL_initialDrtViolationCount=22
export IMPL_grt_pass1_vias=733
export IMPL_synthesis_instances=20
export IMPL_stdcell_area_mm2=0.00130
export IMPL_grt_ovfl_total=0
export IMPL_crit_buf_inv=3
export IMPL_die_width_um=80
export IMPL_rsz0062_at_grt="false"
export IMPL_drc=0
export IMPL_slew_headroom=0.866
export IMPL_cp_top_family="buffers and inverters"
export IMPL_wl_per_cell_um=17.0
export IMPL_postCtsSetupRepairBufs=0
export IMPL_grt_max_degree=17
export IMPL_min_to="f[11]"
export IMPL_fp_util=0.124
export IMPL_port_buffers=82
export IMPL_finalHoldViolCount=0
[synthesized netlist by cell type]
cell type | number | area, µm²
buf_6 | 1 | 11.3
buf_12 | 1 | 20.0
mux4_1 | 6 | 158
buf_2 | 2 | 10.0
mux4_2 | 10 | 225
[worst max-delay path by stage]
stage | to | cells past startpoint
4_1_cts | f[14] | 4
5_1_grt | f[13] | 4
6_report | f[14] | 4
[final cells by class]
class / instances / area [µm²] / share of cell area
Timing Repair Buffer: 85 / 856 / 0.660
Multi-Input combinational cell: 16 / 383 / 0.295
Tap cell: 46 / 57.6 / 0.0444
[power by group]
part	total, mW	leakage (nW)	internal, mW	switching, mW
clock network	0	0	0	0
registers	0	0	0	0
logic	0.165	0.467	0.136	0.0282
[tightest hold or removal path: stages]
cell and delay [ps]:
clkdlybuf4s50_1 450, mux4_1 210, clkdlybuf4s50_1 460
[cell families (layout without fill, tap and decap cells)]
logic type / Yosys count / count (layout)
buf+inv: 4 / 85
mux: 16 / 16
[per-layer routing]
| metal | global-route usage | vias up | part of all wire |
|---|---|---|---|
| met5 | 0 | - | 0 |
| met4 | 0 | 0 | 0 |
| met3 | 0.0545 | 0 | 0.21 |
| met2 | 0.107 | 65 | 0.36 |
| met1 | 0.0914 | 261 | 0.43 |
| li1 | - | 272 | - |
Power figures rest on the tool's default switching activity, not on a simulated workload.
