===== ./config.mk =====
export PLATFORM = sky130hd
export DESIGN_NAME = mux5
export DESIGN_NICKNAME = mux5
export VERILOG_FILES = /design/flow/design.v
export SDC_FILE = /design/flow/constraint.sdc
export NUM_CORES = 4
export LEC_CHECK = 1
export CORE_AREA = 10 10 71 71
export DIE_AREA = 0 0 81 81

===== ./constraint.sdc =====
current_design mux5

set clk_period 1.1
set clk_io_pct 0.2

create_clock -name clk0 -period $clk_period

set non_clock_inputs [all_inputs -no_clocks]
set_input_delay [expr $clk_period * $clk_io_pct] -clock clk0 $non_clock_inputs
set_output_delay [expr $clk_period * $clk_io_pct] -clock clk0 [all_outputs]

===== ./design.v =====
package lc3b_types;
typedef logic [15:0] lc3b_word;
typedef logic  [7:0] lc3b_byte;
typedef logic  [8:0] lc3b_offset9;
typedef logic  [5:0] lc3b_offset6;
typedef logic  [10:0] lc3b_offset11;
typedef logic  [2:0] lc3b_reg;
typedef logic  [2:0] lc3b_nzp;
typedef logic  [1:0] lc3b_mem_wmask;
typedef logic  [4:0] lc3b_imm5;
typedef logic  [3:0] lc3b_imm4;
typedef enum bit [3:0] {
    op_add  = 4'b0001,
    op_and  = 4'b0101,
    op_br   = 4'b0000,
    op_jmp  = 4'b1100,    
    op_jsr  = 4'b0100,    
    op_ldb  = 4'b0010,
    op_ldi  = 4'b1010,
    op_ldr  = 4'b0110,
    op_lea  = 4'b1110,
    op_not  = 4'b1001,
    op_rti  = 4'b1000,
    op_shf  = 4'b1101,
    op_stb  = 4'b0011,
    op_sti  = 4'b1011,
    op_str  = 4'b0111,
    op_trap = 4'b1111
} lc3b_opcode;
typedef enum bit [3:0] {
    alu_add,
    alu_and,
    alu_not,
    alu_pass,
    alu_sll,
    alu_srl,
    alu_sra
} lc3b_aluop;
endpackage : lc3b_types
module mux5 #(parameter width = 16)
(
	input logic [1:0] sel,
	input [width-1:0] a, b, c, d,e,
	output logic [width-1:0] f
);
always_comb
begin
	if (sel == 0)
		f = a;
	else if (sel == 1)
		f = b;
	else if (sel == 2)
		f = c;
	else if (sel == 3)
		f = d;
	else
		f = e;
end
endmodule : mux5

===== ./run.sh =====
#!/bin/bash
# OpenROAD 26Q1-2900-gdf79404cd8, Yosys 0.63+post, stock flow scripts
make -C /OpenROAD-flow-scripts/flow DESIGN_CONFIG=/design/flow/config.mk WORK_HOME=/design/flow/orfs finish

==> impl_metrics.env <==
# physical design summary
export IMPL_intPower_uw=281.1
export IMPL_clock_fmax_ghz=0.7742
export IMPL_final_setup_worst_slack_ns=-0.1916
export IMPL_yosysSeqAreaShare=0
export IMPL_dr_pass1_iters=2
export IMPL_layout_drive_gt1_share=0.3786
export IMPL_die_area_mm2=0.006561
export IMPL_cp_required_ns=0.88
export IMPL_power_uw=378.7
export IMPL_viasPerCell=3.934
export IMPL_grt_max_degree=11
export IMPL_die_size_y_um=81
export IMPL_holdWs_ns=0.9259
export IMPL_grt_usage=0.08148
export IMPL_initCoreUtil=0.1167
export IMPL_nClkBuffers=0
export IMPL_rsz0062_at_grt="true"
export IMPL_ant_nets=0
export IMPL_grt_pass1_wl_um=4126
export IMPL_drtIter0Drc=4
export IMPL_fill_cells=408
export IMPL_start_kind="input pin"
export IMPL_place_area_mm2=0.001319
export IMPL_ys_warn_count=1
export IMPL_cts_hold_buf=0
export IMPL_fin_setup_tns_ns=-2.768
export IMPL_most_common_cell="mux4_2"
export IMPL_arrival_ns=1.07
export IMPL_slew_violations=0
export IMPL_slew_headroom=0.9349
export IMPL_regArea_um2=0
export IMPL_setup_viol=16
export IMPL_drv_cap=0
export IMPL_wl_per_cell_um=18.60
export IMPL_ir_drop_mv=0.1282
export IMPL_design_core_area_mm2=0.003633
export IMPL_final_util=0.3227
export IMPL_syn_avg_cell_area_um2=21.21
export IMPL_yosys_area_um2=424.2
export IMPL_period_used=1.174
export IMPL_area_growth_pct=176.4
export IMPL_grt_pass1_vias=781
export IMPL_crit_fanout=7
export IMPL_hold_path_class="in2out"
export IMPL_rows=22
export IMPL_min_period_ns=1.292
export IMPL_seqPwrFrac=0
export IMPL_p_per_area_mw_per_mm2=323.0
export IMPL_drc=0
export IMPL_largest_area_cell="mux4_2"
export IMPL_io_buffer_count=82
export IMPL_power_switching_uw=97.60
export IMPL_synthTopCellsByArea="mux4_2 53%, mux4_1 37%, buf_12 4.7%"
export IMPL_route_antenna_diode_count=0
export IMPL_violations="setup timing"
export IMPL_synth_top_cells_by_count="10 x mux4_2, 6 x mux4_1, 2 x buf_2, 1 x buf_12, 1 x buf_6"
export IMPL_cp_end_kind="primary output"
export IMPL_cts_setup_buffers=0
export IMPL_pwr_share_comb=1.000
export IMPL_grt_ovfl_total=0
export IMPL_openroad_warnings=51
export IMPL_status="complete, but fails checks"
export IMPL_io_pins=98
export IMPL_routed_wl_um=2809
export IMPL_top_cell_area_share=0.5310
export IMPL_vias=594
export IMPL_flop_count=0
export IMPL_critPathKind="in2out"
export IMPL_power_leakage_nw=0.5574
export IMPL_p_sw_frac=0.2577
export IMPL_yosysCellCount=20
export IMPL_syn_area_um2=424.2
export IMPL_antenna_found_initial=0
export IMPL_hold_violations=0
export IMPL_die_w_um=81
export IMPL_ys_types=5
export IMPL_netlist_instances=20
export IMPL_stdcell_area_mm2=0.001172
export IMPL_globalplace_congestion=0.8315
export IMPL_max_slew_worst_pin_slew_ns=0.09759
export IMPL_p_clk_frac=0
## power by group through the flow
stage	Combinational, mW	Clock [mW]	Sequential [mW]
after CTS	0.388	0	0
after global routing	0.415	0	0
final	0.379	0	0
## worst max-delay path: stages
cell,delay (ns)
buf_12,0.09
buf_12,0.13
mux4_2,0.50
buf_2,0.13
## cells in the final DEF (no fill, tap or decap)
cell,count
dlygate4sd2_1,64
buf_4,1
buf_6,1
clkbuf_2,1
buf_12,3
mux4_2,16
buf_2,16
buf_16,1
## per-layer routing
metal	up-vias	share of wire	GRT usage
met2	62	0.45	0.1369
met1	261	0.35	0.08645
met5	-	0	0
met3	0	0.20	0.06013
li1	271	-	-
met4	0	0	0
## cell families (layout without fill, tap and decap cells)
| group | after synthesis | in the layout | share of synthesized area |
|---|---|---|---|
| muxes | 16 | 16 | 0.9027 |
| buffers and inverters | 4 | 87 | 0.09735 |
## cell type report
| class | instances | area, um^2 | share of cell area |
|---|---|---|---|
| tap | 48 | 60.06 | 0.05123 |
| timing repair buffer | 87 | 752.0 | 0.6414 |
| multi-input combinational | 16 | 360.3 | 0.3074 |
## repair_timing
action / CTS / global route
setup endpoints to repair: 16 / 16
cloned: 1 / 0
pin swaps: 0 / 0
gates resized: 131 / 1
hold endpoints to repair: 0 / 0
## stage by stage
step           setup WS [ns]  std cells
3_5_place_dp          -1.052        150
6_report             -0.1916        151
2_1_floorplan       -0.02801         20
4_1_cts              -0.2089        151
3_3_place_gp          -1.039        150
5_1_grt              -0.2328        151
## final timing paths
check | from | endpoint | slack [ns] | cells after the start
worst max-delay path | sel[0] | f[12] | -0.19 | 4
worst min-delay path | d[9] | f[9] | 0.93 | 3
No activity file was given, so power comes from the tool's default toggle rates.
