--- design/flow/config.mk ---
export PLATFORM = sky130hd
export DESIGN_NAME = mux3
export DESIGN_NICKNAME = mux3
export VERILOG_FILES = /design/flow/design.v
export SDC_FILE = /design/flow/constraint.sdc
export NUM_CORES = 4
export LEC_CHECK = 1
export CORE_AREA = 10 10 70 70
export DIE_AREA = 0 0 80 80
--- design/flow/constraint.sdc ---
current_design mux3

set clk_period 2.6
set clk_io_pct 0.2

create_clock -name clk0 -period $clk_period

set non_clock_inputs [all_inputs -no_clocks]
set_input_delay [expr $clk_period * $clk_io_pct] -clock clk0 $non_clock_inputs
set_output_delay [expr $clk_period * $clk_io_pct] -clock clk0 [all_outputs]
--- design/flow/design.v ---
package lc3b_types;
typedef logic [15:0] lc3b_word;
typedef logic  [7:0] lc3b_byte;
typedef logic  [8:0] lc3b_offset9;
typedef logic  [5:0] lc3b_offset6;
typedef logic  [10:0] lc3b_offset11;
typedef logic  [2:0] lc3b_reg;
typedef logic  [2:0] lc3b_nzp;
typedef logic  [1:0] lc3b_mem_wmask;
typedef logic  [4:0] lc3b_imm5;
typedef logic  [3:0] lc3b_imm4;
typedef enum bit [3:0] {
    op_add  = 4'b0001,
    op_and  = 4'b0101,
    op_br   = 4'b0000,
    op_jmp  = 4'b1100,    
    op_jsr  = 4'b0100,    
    op_ldb  = 4'b0010,
    op_ldi  = 4'b1010,
    op_ldr  = 4'b0110,
    op_lea  = 4'b1110,
    op_not  = 4'b1001,
    op_rti  = 4'b1000,
    op_shf  = 4'b1101,
    op_stb  = 4'b0011,
    op_sti  = 4'b1011,
    op_str  = 4'b0111,
    op_trap = 4'b1111
} lc3b_opcode;
typedef enum bit [3:0] {
    alu_add,
    alu_and,
    alu_not,
    alu_pass,
    alu_sll,
    alu_srl,
    alu_sra
} lc3b_aluop;
endpackage : lc3b_types
module mux3 #(parameter width = 16)
(
	input logic [1:0] sel,
	input [width-1:0] a, b, c,
	output logic [width-1:0] f
);
always_comb
begin
	if (sel == 0)
		f = a;
	else if (sel == 1)
		f = b;
	else 
		f = c;
end
endmodule : mux3
--- design/flow/run.sh ---
#!/bin/bash
# OpenROAD 26Q1-2900-gdf79404cd8, Yosys 0.63+post, stock flow scripts
make -C /OpenROAD-flow-scripts/flow DESIGN_CONFIG=/design/flow/config.mk WORK_HOME=/design/flow/orfs finish
==> reports/metrics.yaml <==
finish:
  fillers: 358
  logic_area_um2: 300
  finish.utilization_pct: 30.8
  seq_cells: 0
  areaGrowthSynthToFinish_pct: 206
  most-common-layout-cells: "66 x clkdlybuf4s50_1, 16 x mux2i_1, 16 x nand2_1"
  final_common_cell: "clkdlybuf4s50_1"
  drive_above_1_share_pct: 2.56
  design_area_um2: 1050
  final_cells: 163
  clock_buffers: 0
  regArea_um2: 0
timing:
  setup_viol: 0
  grt_setup_unrepaired: "false"
  slew_viol_final: 0
  hold_viol: 0
  tightest_slew_ns: 0.134
  layout_min_cycle_time_ns: 2.45
  relSlewSlack_pct: 90.8
  max_freq_mhz: 408
  tns_ns: 0
  fin_crit_sh_pct: 94.3
yosys:
  synth_stat.cells: 53
  yosys.stat.chipArea_um2: 344
  syn_avg_cell_area_um2: 6.49
  netlist_area_um2: 344
  yosys.cell_types.count: 8
  yosys_warnings: 1
  synthCells: 53
  synth_seq_share_pct: 0
drt:
  post_drt_wl_per_cell_um: 12.3
  num_vias: 578
  antenna_left: 0
  drt_pass1_iterations: 4
  drc: 0
  drt_iter0_markers: 12
  wl_mm: 2.00
  n_antenna_cell: 0
  viasPerCell: 3.55
status:
  status: "finished, final reports clean"
critical_path:
  cp.arrival_ns: 1.93
  critPathKind: "in2out"
  crit_path_start_kind: "primary input"
  end_kind: "output port"
  required_ns: 2.08
  path_max_fanout: 16
  startpoint: "sel[0]"
global_routing:
  grt_use_total_pct: 5.45
  antenna_found_initial: 0
  grt_pass1_wl_mm: 2.94
  grt_overflow: 0
  grt_max_degree: 19
  first_global_vias: 542
placed_design:
  portBuffers: 66
  dpl.hpwl_mm: 1.80
  dp.cells: 163
  dpl_cell_area_um2: 1050
  gp_congestion: 0.794
die:
  pin_count: 66
  die_y_um: 80
  initCoreUtil_pct: 10.1
  die_w_um: 80
  core_area_um2: 3420
  chipArea_um2: 6400
  rows: 21
power:
  p_sw_share_pct: 23.9
  powerDensity_nw_per_um2: 153
  clock_power_share_pct: 0
  power_frac_comb_pct: 100.0
  p_switching_mw: 0.0385
  irDropWorstVdd_mv: 0.0334
  seqPwrFrac_pct: 0
  p_leak_nw: 0.427
  finalPower_mw: 0.161
  p_int_mw: 0.123
min_path:
  hp-start: "c[8]"
  hp-class: "in2out"
clock_network:
  cts_resized: 0
  cts_hold_buffers: 0
  post-cts-setup-buffers: 0
job:
  tool_warnings: 32
  maxCapViolCount: 0
power by group through the flow:
stage	registers, mW	clock network, mW	logic, mW
4_1_cts	0	0	0.164
5_1_grt	0	0	0.175
6_report	0	0	0.161
layer usage:
layer	track usage (%)	vias up	routed length, um
met3	1.36	0	176
met5	0	-	0
met2	9.47	30	945
met1	6.99	231	882
li1	-	317	-
met4	0	0	0
final timing paths:
path / to / slack (ns) / cells after the start
max: f[14] / 0.15 / 5
min: f[8] / 1.94 / 4
worst max-delay path, cell delays in order:
cell,delay (ns)
clkdlybuf4s50_1,0.50
buf_12,0.18
mux2i_1,0.08
o21ai_0,0.16
clkdlybuf4s50_1,0.49
cell families after synthesis:
| kind of cell | after synthesis | share of synthesized area [%] |
|---|---|---|
| and+or+nand+nor | 16 | 17.5 |
| buffers and inverters | 5 | 12.7 |
| AOI/OAI and AO/OA | 16 | 23.3 |
| muxes | 16 | 46.5 |
stage by stage:
step / hold WS, ns / setup WS [ns]
2_1_floorplan: 1.07 / 1.09
3_3_place_gp: 1.95 / 0.150
3_5_place_dp: 1.95 / 0.136
4_1_cts: 1.95 / 0.130
5_1_grt: 1.96 / 0.0587
6_report: 1.94 / 0.149
layout make-up:
| type | count | share of cell area, % |
|---|---|---|
| timing repair buffer | 69 | 66.0 |
| tap | 46 | 5.46 |
| multi-input combinational | 48 | 28.5 |
synthesized netlist by cell type:
master	n	share of area, %
buf_12	1	5.8
buf_2	1	1.5
buf_6	1	3.3
clkbuf_1	2	2.2
mux2i_1	16	47
nand2_1	16	17
o21ai_0	6	8.7
o21ai_1	10	15
Power is estimated from default activity; no workload was simulated.
